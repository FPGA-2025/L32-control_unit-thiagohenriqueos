==> design.v <==
module Control_Unit (
    input wire clk,
    input wire rst_n,
    input wire [6:0] instruction_opcode,
    output reg pc_write,
    output reg ir_write,
    output reg pc_source,
    output reg reg_write,
    output reg memory_read,
    output reg is_immediate,
    output reg memory_write,
    output reg pc_write_cond,
    output reg lorD,
    output reg memory_to_reg,
    output reg [1:0] aluop,
    output reg [1:0] alu_src_a,
    output reg [1:0] alu_src_b
);
    localparam FETCH      = 4'b0000;
    localparam DECODE     = 4'b0001;
    localparam MEMADR     = 4'b0010;
    localparam MEMREAD    = 4'b0011;
    localparam MEMWB      = 4'b0100;
    localparam MEMWRITE   = 4'b0101;
    localparam EXECUTER   = 4'b0110;
    localparam ALUWB      = 4'b0111;
    localparam EXECUTEI   = 4'b1000;
    localparam JAL        = 4'b1001;
    localparam BRANCH     = 4'b1010;
    localparam JALR       = 4'b1011;
    localparam AUIPC      = 4'b1100;
    localparam LUI        = 4'b1101;
    localparam JALR_PC    = 4'b1110;
    localparam LW      = 7'b0000011;
    localparam SW      = 7'b0100011;
    localparam RTYPE   = 7'b0110011;
    localparam ITYPE   = 7'b0010011;
    localparam JALI    = 7'b1101111;
    localparam BRANCHI = 7'b1100011;
    localparam JALRI   = 7'b1100111;
    localparam AUIPCI  = 7'b0010111;
    localparam LUII    = 7'b0110111;
    reg [3:0] state, next_state;
    always @(posedge clk or negedge rst_n) begin
        if (!rst_n)
            state <= FETCH;
        else
            state <= next_state;
    end
    always @(*) begin
        case (state)
            FETCH:      next_state = DECODE;
            DECODE: begin
                case (instruction_opcode)
                    LW:      next_state = MEMADR;
                    SW:      next_state = MEMADR;
                    RTYPE:   next_state = EXECUTER;
                    ITYPE:   next_state = EXECUTEI;
                    JALI:    next_state = JAL;
                    BRANCHI: next_state = BRANCH;
                    JALRI:   next_state = JALR;
                    AUIPCI:  next_state = AUIPC;
                    LUII:    next_state = LUI;
                    default: next_state = FETCH;
                endcase
            end
            MEMADR:   next_state = (instruction_opcode == LW) ? MEMREAD : MEMWRITE;
            MEMREAD:  next_state = MEMWB;
            MEMWB:    next_state = FETCH;
            MEMWRITE: next_state = FETCH;
            EXECUTER: next_state = ALUWB;
            EXECUTEI: next_state = ALUWB;
            ALUWB:    next_state = FETCH;
            JAL:      next_state = ALUWB;
            BRANCH:   next_state = FETCH;
            JALR:     next_state = JALR_PC;
            JALR_PC:  next_state = ALUWB;
            AUIPC:    next_state = ALUWB;
            LUI:      next_state = ALUWB;
            default:  next_state = FETCH;
        endcase
    end
    always @(*) begin
        {pc_write, ir_write, pc_source, reg_write, memory_read, is_immediate,
         memory_write, pc_write_cond, lorD, memory_to_reg, aluop,
         alu_src_a, alu_src_b} = 0;
        case (state)
            FETCH: begin
                memory_read   = 1;
                alu_src_a     = 2'b00;
                alu_src_b     = 2'b01;
                aluop         = 2'b00;
                ir_write      = 1;
                pc_write      = 1;
                pc_source     = 0;
            end
            DECODE: begin
                alu_src_a     = 2'b10;
                alu_src_b     = 2'b10;
                aluop         = 2'b00;
            end
            MEMADR: begin
                alu_src_a     = 2'b01;
                alu_src_b     = 2'b10;
                aluop         = 2'b00;
            end
            MEMREAD: begin
                memory_read   = 1;
                lorD          = 1;
            end
            MEMWB: begin
                reg_write     = 1;
                memory_to_reg = 2'b01;
            end
            MEMWRITE: begin
                memory_write  = 1;
                lorD          = 1;
            end
            EXECUTER: begin
                alu_src_a     = 2'b01;
                alu_src_b     = 2'b00;
                aluop         = 2'b10;
            end
            EXECUTEI: begin
                alu_src_a     = 2'b01;
                alu_src_b     = 2'b10;
                aluop         = 2'b10;
                is_immediate  = 1;
            end
            ALUWB: begin
                reg_write     = 1;
                memory_to_reg = 2'b00;
            end
            BRANCH: begin
                alu_src_a     = 2'b01;
                alu_src_b     = 2'b00;
                aluop         = 2'b01;
                pc_write_cond = 1;
                pc_source     = 1;
            end
            JAL: begin
                alu_src_a     = 2'b10;
                alu_src_b     = 2'b01;
                pc_write      = 1;
                pc_source     = 1;
                aluop         = 2'b00;
            end
            JALR: begin
                alu_src_a     = 2'b01;
                alu_src_b     = 2'b10;
                aluop         = 2'b00;
            end
            JALR_PC: begin
                pc_write      = 1;
                pc_source     = 1;
                alu_src_a     = 2'b10;
                alu_src_b     = 2'b01;
                is_immediate  = 1;
            end
            AUIPC: begin
                alu_src_a     = 2'b10;
                alu_src_b     = 2'b10;
                aluop         = 2'b00;
            end
            LUI: begin
                alu_src_a     = 2'b11;
                alu_src_b     = 2'b10;
                aluop         = 2'b00;
            end
        endcase
    end
endmodule
==> run.sh <==
#!/bin/bash
# OpenROAD 26Q1-2900-gdf79404cd8, Yosys 0.63+post, stock flow scripts
make -C /OpenROAD-flow-scripts/flow DESIGN_CONFIG=/design/flow/config.mk WORK_HOME=/design/flow/orfs finish
==> config.mk <==
export PLATFORM = sky130hd
export DESIGN_NAME = Control_Unit
export DESIGN_NICKNAME = Control_Unit
export VERILOG_FILES = /design/flow/design.v
export SDC_FILE = /design/flow/constraint.sdc
export NUM_CORES = 4
export LEC_CHECK = 1
export CORE_AREA = 10 10 77 77
export DIE_AREA = 0 0 87 87
==> constraint.sdc <==
current_design Control_Unit

set clk_period 1.6
set clk_io_pct 0.2

create_clock -name clk0 -period $clk_period [get_ports {clk}]

set non_clock_inputs [all_inputs -no_clocks]
set_input_delay [expr $clk_period * $clk_io_pct] -clock clk0 $non_clock_inputs
set_output_delay [expr $clk_period * $clk_io_pct] -clock clk0 [all_outputs]
==> impl_metrics.yaml <==
# synthesis and place-and-route metrics
final_layout:
  final_layout_size_suffix_gt1_share_pct: 66.9
  largest_reg_flops: 4
  fin_area_sq_um: 1390
  top_register: "state"
  top_regs: "state x4"
  area_growth_syn_to_layout_pct: 146
setup_path:
  worst_setup_path_start_kind: "flop"
  path_cells: "buf_6 -> buf_6 -> ha_4 -> buf_6 -> mux2_4 -> buf_6"
  rrSetupSlack_ns: -0.12
  max_stage_delay_ns: 0.40
  crit_type: "flop to output pin"
  crit_path_top_delay_cell: "dfrtp_1"
  critPathArrivalTime_ns: 1.49
  path_common_cell: "buf_6"
  cp_num_buf_inv: 4
  cp.required_ns: 1.28
  critPathTopFamily: "buffers and inverters"
  crit_fanout: 3
  end_kind: "output pin"
placement:
  dpl.hpwl_microns: 1560
  place.gp.congestion: 0.796
  io_buffer_count: 24
  dpl_cell_area_sq_um: 998
sta:
  min_period_ns: 1.81
  worst_slack_ns: -0.207
  slew_viol_final: 0
  worstMarginPinSlew_ns: 0.229
  whs_ns: 0.305
  finalHoldViolCount: 0
  max_slew_margin_pct: 84.6
  tns_ns: -1.56
  rsz0062_at_grt: "yes"
  finalClockPeriodUsage_pct: 113
  finClkSkew_ns: 0.00144
  setup_violations: 14
  fmax_mhz: 553
logic_synthesis:
  seq_area_frac_synth_pct: 17.7
  top_area_cell: "dfrtp_1"
  ys_ff: 4
  async_flop_share_pct: 100
  synth.cells.most_frequent: "nand2_1 (8), a21oi_1 (7), ha_1 (5), nor2_1 (5), nor3_1 (5)"
  ys_warn_count: 1
  synth-edff-count: 0
  top_area_share_pct: 17.7
  synth_area_sq_um: 564
  yosysCellCount: 79
  netlist_instances: 79
  most_common_cell: "nand2_1"
  synth_cell_types: 33
  ff_type: "dfrtp_1"
  synth.avg_cell_area_sq_um: 7.14
  ys_area_sq_um: 564
  top_cells_by_area: "dfrtp_1 (18%), ha_1 (11%), a21oi_1 (6.2%)"
routing:
  ant_nets: 0
  drc: 0
  vias: 771
  n_antenna_cell: 0
  wl_microns: 2250
  first_pass_iters: 5
  viasPerCell: 4.04
  drt_iter0_drc: 56
  wl_per_cell_microns: 11.8
worst_hold_path:
  hold_class: "primary input to async pin"
clock_tree:
  cts-htree-levels: 1
  cts_root_buffer: "clkbuf_8"
  insertion_delay_ns: 0.21
  cts_buffers: 3
  clkTransAtPathRegs_ns: 0.03
  cts_buffer_depth: 2
  cts_tree: "yes"
  cts.sinks: 4
  hold_buffers: 0
power_and_ir_drop:
  finalPower_uw: 1520
  power_density_nw_per_um2: 1100
  peakVddDrop_v: 0.000311
  static-leakage-power_uw: 0.000622
job:
  warnings: 31
  max_cap_violations: 0
floorplan:
  fp.dieH_microns: 87
  dieWidth_microns: 87
  io_pins: 25
  core_sq_um: 4350
  initial_core_util_pct: 13.0
  rows: 24
  die_area_sq_um: 7570
global_routing:
  antenna_found_initial: 0
  grt_start_max_net_pins: 23
  grt_usage_pct: 5.57
  grt_overflow_total: 0
  grt_pass1_vias: 813
  grt_pass1_wl_microns: 3580
run_status:
  violations: "setup timing"
  status: "complete, but fails checks"
==> kinds of logic after synthesis <==
| family | after synthesis | share of synthesized area [%] |
|---|---|---|
| buf+inv | 10 | 8.64 |
| xor+xnor | 1 | 1.55 |
| mux | 2 | 3.77 |
| simple gates | 33 | 30.6 |
| compound gates | 24 | 26.6 |
| fa+ha+maj | 5 | 11.1 |
| flops | 4 | 17.7 |
==> final cells by class <==
type	instances	area, sq um
fill	416	2970
multi-input combinational	65	606
timing repair buffer	63	551
sequential	4	103
tap	52	65.1
clock buffer	3	41.3
inverter	4	22.5
==> worst register-to-register path, delay by kind of cell (launching register included) <==
family	cells	cell delay [ns]
AND/OR/NAND/NOR	2	0.11
adder cells (fa/ha/maj)	1	0.16
AND-OR/OR-AND	2	0.26
buffers and inverters	7	0.66
flip-flops	1	0.40
==> layer usage <==
layer  GRT usage (%)  wire length [microns]
met4           0.295                      0
met2            9.19                    984
met1            7.22                   1110
met5               0                      0
met3            1.79                    157
==> cells in the final DEF (no fill, tap or decap), types with 2 or more instances in the layout <==
| cell type | instances |
|---|---|
| nor3_2 | 3 |
| o31ai_1 | 2 |
| nor2_2 | 2 |
| o21ai_2 | 2 |
| buf_6 | 22 |
| nand2_1 | 6 |
| nand2_4 | 2 |
| a21oi_2 | 3 |
| clkdlybuf4s50_1 | 8 |
| dfrtp_2 | 2 |
| o21ai_1 | 2 |
| dfrtp_1 | 2 |
| nand3b_1 | 2 |
| nand2b_1 | 2 |
| or3b_1 | 2 |
| buf_4 | 17 |
| nand4_1 | 2 |
| clkbuf_2 | 3 |
| ha_4 | 4 |
| a21boi_2 | 2 |
| buf_2 | 12 |
| a21oi_1 | 4 |
| nand3_2 | 2 |
| clkbuf_8 | 3 |
| inv_2 | 2 |
| nor2_1 | 4 |
==> path summary, 6_finish.rpt <==
kind,cells after the start,to,from
hold / removal,1,state[1]$_DFF_PN0_,rst_n
setup reg to reg,12,state[2]$_DFF_PN0_,state[1]$_DFF_PN0_
min in group clk0,3,state[3]$_DFF_PN0_,state[3]$_DFF_PN0_
hold reg to reg,3,state[3]$_DFF_PN0_,state[3]$_DFF_PN0_
setup / recovery,6,alu_src_a[0],state[1]$_DFF_PN0_
max in group asynchronous,1,state[2]$_DFF_PN0_,rst_n
==> timing repair <==
item,CTS,global route
buffers inserted,18,3
resized,86,36
endpoints found under the setup margin,16,19
pin swaps,11,15
==> stage by stage <==
| step | worst slack, ns | util, % | instances |
|---|---|---|---|
| 6_report | -0.207 | 31.9 | 191 |
| 2_1_floorplan | 0.159 | - | 79 |
| 3_5_place_dp | -0.308 | 22.9 | 169 |
| 3_3_place_gp | -0.296 | 22.9 | 169 |
| 5_1_grt | -0.250 | 31.9 | 191 |
| 4_1_cts | -0.202 | 29.3 | 190 |
==> report_power, final <==
part	switching, uW	internal [uW]
Combinational	480	671
Clock	48.5	160
Sequential	38.8	126
Power and IR drop assume default switching activity.
